[design/flow/run.sh]
#!/bin/bash
# OpenROAD 26Q1-2900-gdf79404cd8, Yosys 0.63+post, stock flow scripts
make -C /OpenROAD-flow-scripts/flow DESIGN_CONFIG=/design/flow/config.mk WORK_HOME=/design/flow/orfs finish
[design/flow/config.mk]
export PLATFORM = sky130hd
export DESIGN_NAME = Universal_Adder
export DESIGN_NICKNAME = Universal_Adder
export VERILOG_FILES = /design/flow/design.v
export SDC_FILE = /design/flow/constraint.sdc
export NUM_CORES = 4
export LEC_CHECK = 1
export CORE_AREA = 10 10 70 70
export DIE_AREA = 0 0 80 80
[design/flow/constraint.sdc]
current_design Universal_Adder

set clk_period 3.8
set clk_io_pct 0.2

create_clock -name clk0 -period $clk_period

set non_clock_inputs [all_inputs -no_clocks]
set_input_delay [expr $clk_period * $clk_io_pct] -clock clk0 $non_clock_inputs
set_output_delay [expr $clk_period * $clk_io_pct] -clock clk0 [all_outputs]
[design/flow/design.v]
module Universal_Adder(
    input  [3:0] A,   
    input  [3:0] B,   
    input        Cin, 
    output [3:0] Sum, 
    output       Cout 
);
assign {Cout, Sum} = A + B + Cin;
endmodule
==> flow_summary_export.csv <==
group,metric,value,unit
setup_path,cp-end-kind,"output port",
sta,finalCritPeriodShare,89.6,%
yosys,yosys-stat-area,144,um2
route,wl_per_cell,6.64,um
final_layout,layout.area.seq,0,um2
outcome,status,"completed",
sta,tightestPinTransition,0.157,ns
setup_path,worst-path-stages,6,
clocking,cts.repair.resized,0,
route,detail_route.first_pass.iterations,2,
setup_path,crit_path_start,"A[0]",
setup_path,crit_required,3.04,ns
power,clockPowerShare,0,%
sta,slew_viol_final,0,
grt,grt_start_max_net_pins,4,
placement,place.detailed.hpwl,483,um
setup_path,critical_path_class,"in -> out",
placement,placed_cells,76,
grt,grt_first_pass_wirelength,717,um
floorplanning,design.die.area,6400,um2
grt,vias_in_the_first_global_route,146,
yosys,main_area_contributors_after_synthesis,"sky130_fd_sc_hd__fa_1 28%, sky130_fd_sc_hd__ha_1 26%, sky130_fd_sc_hd__xnor2_1 12%, sky130_fd_sc_hd__inv_1 10%, sky130_fd_sc_hd__a21oi_2 6.1%",
sta,setup-violations-final,0,
setup_path,path_buffers,4,
final_layout,layout-drive-gt1-share,3.33,%
yosys,postSynthAreaPerCell,8.99,um2
sta,hold_violations,0,
grt,global_route.usage.total,1.46,%
clocking,post_cts_hold_buffer_count,0,
power,power_frac_seq,0,%
yosys,synth.lib_cells_used.distinct,9,
placement,io_buffers,14,
setup_path,critical_path.top_delay_family,"buffers and inverters",
grt,global_route_congestion_overflow_total,0,
yosys,synth.cells.most_frequent,"4 x sky130_fd_sc_hd__inv_1, 3 x sky130_fd_sc_hd__ha_1, 2 x sky130_fd_sc_hd__fa_1, 2 x sky130_fd_sc_hd__xnor2_1",
floorplanning,floorplan.io_pins,14,
setup_path,largest_fanout_on_the_critical_path,2,
final_layout,final-instance-count-excl-fill,76,
sta,relSlewSlack,89.4,%
flow_run,warning_count,35,
power,internal_power,32.1,uW
placement,gp_congestion,0.770,
setup_path,cpMaxStageDelayCell,"sky130_fd_sc_hd__clkdlybuf4s50_1",
yosys,post-synth-top-area-fraction,27.8,%
sta,fmax,294,MHz
floorplanning,rows,21,
floorplanning,fp_core_util,4.21,%
sta,period_minus_slack,3.40,ns
sta,grt_setup_unrepaired,"no",
final_layout,ff_count,0,
power,power.density,132,nW/um2
route,vias_per_cell,2.01,
power,max-vdd-ir-drop,0.0145,mV
yosys,yosys-stat-cells,16,
worst_hold_path,timing.hold.worst.class,"in -> out",
setup_path,crit_path_start_kind,"input port",
setup_path,crit_path_max_incr_delay,0.46,ns
power,cellLeakagePower,0.135,nW
route,drt-total-wl,505,um
route,antenna_cell_count,0,
route,route.vias.total,153,
yosys,synth.most_common_cell,"sky130_fd_sc_hd__inv_1",
route,detail_route.iter0.violations,1,
yosys,ys_seq_share,0,%
route,detail_route.drc_violations,0,
flow_run,cap_violations,0,
floorplanning,coreArea,3420,um2
yosys,ys_warn_count,0,
final_layout,final.fill_count,407,
clocking,post_cts_buffers,0,
route,drtAntennaViolNets,0,
final_layout,final.clkbuf_count,0,
sta,totalNegativeSetupSlack,0,ns
power,combinationalPowerShare,100.0,%
floorplanning,die.size.y,80,um
setup_path,setup.worst_path.end,"Sum[1]",
yosys,synthCells,16,
power,switchingPower,13.0,uW
yosys,syn-cell-area,144,um2
yosys,synthDominantAreaCellType,"sky130_fd_sc_hd__fa_1",
setup_path,crit_path_cell_trace,"clkdlybuf4s50_1 -> fa_1 -> inv_1 -> fa_1 -> inv_1 -> clkdlybuf4s50_1",
power,swShare,28.8,%
final_layout,syn2layout_area_growth,137,%
grt,antenna_found_initial,0,
floorplanning,die_width,80,um
setup_path,worst-endpoint-arrival,2.64,ns
kinds of logic after synthesis:
logic type	Yosys count	share of synthesized area [%]
adders and majority gates	5	53.9
buffers and inverters	4	10.4
AOI/OAI and AO/OA	3	14.8
xor gates and xnor gates	2	12.2
and+or+nand+nor	2	8.70
power by group through the flow:
stage	Combinational (mW)	Clock [mW]	Sequential, mW
CTS	0.0464	0	0
global route	0.0506	0	0
finish	0.0451	0	0
routing by layer:
layer	share of wire, %	GRT usage, %	up-vias
li1	-	-	78
met1	38	1.79	63
met2	28	1.61	12
met3	34	1.82	0
met4	0	0	0
met5	0	0	-
area by class of cell:
| class | instances | area (um2) | share of cell area (%) |
|---|---|---|---|
| multi-input cells | 12 | 129 | 37.7 |
| well taps | 46 | 57.6 | 16.8 |
| repair buffers | 14 | 140 | 41.0 |
| inverters | 4 | 15.0 | 4.40 |
placed cells by master (no fill, tap or decap):
cell type / instances
sky130_fd_sc_hd__clkdlybuf4s50_1: 14
sky130_fd_sc_hd__inv_1: 4
sky130_fd_sc_hd__ha_1: 3
sky130_fd_sc_hd__xnor2_1: 2
sky130_fd_sc_hd__fa_1: 2
sky130_fd_sc_hd__nor2b_1: 1
sky130_fd_sc_hd__o21ai_0: 1
sky130_fd_sc_hd__nand2b_1: 1
sky130_fd_sc_hd__a21o_1: 1
sky130_fd_sc_hd__a21oi_2: 1
how the worst min path moves through the flow:
| stage | slack, ns | endpoint | depth (start not counted) | from |
|---|---|---|---|---|
| 4_1_cts | 2.61 | Sum[0] | 3 | Cin |
| 5_1_grt | 2.63 | Sum[0] | 3 | Cin |
| 6_report | 2.60 | Sum[0] | 3 | Cin |
per-stage QoR:
stage          util [%]  worst slack, ns  power (mW)  hold slack (ns)  instance area, um2
2_1_floorplan         -             1.36      0.0141             1.62                 144
3_3_place_gp       10.0            0.404      0.0458             2.61                 342
3_5_place_dp       10.0            0.385      0.0461             2.61                 342
4_1_cts            10.0            0.379      0.0464             2.61                 342
5_1_grt            10.0            0.290      0.0506             2.63                 342
6_report           10.0            0.395      0.0451             2.60                 342
Power and IR drop assume default switching activity.
